<file path="flow/config.mk">
export PLATFORM = sky130hd
export DESIGN_NAME = LZ77_Decoder
export DESIGN_NICKNAME = LZ77_Decoder
export VERILOG_FILES = /design/flow/design.v
export SDC_FILE = /design/flow/constraint.sdc
export NUM_CORES = 4
export LEC_CHECK = 1
export CORE_UTILIZATION = 50
</file>
<file path="flow/constraint.sdc">
current_design LZ77_Decoder

set clk_period 2.7
set clk_io_pct 0.2

create_clock -name clk0 -period $clk_period [get_ports {clk}]

set non_clock_inputs [all_inputs -no_clocks]
set_input_delay [expr $clk_period * $clk_io_pct] -clock clk0 $non_clock_inputs
set_output_delay [expr $clk_period * $clk_io_pct] -clock clk0 [all_outputs]
</file>
<file path="flow/design.v">
module LZ77_Decoder(clk,reset,code_pos,code_len,chardata,encode,finish,char_nxt);
input 				clk;
input 				reset;
input 		[3:0] 	code_pos;
input 		[2:0] 	code_len;
input 		[7:0] 	chardata;
output  			encode;
output  			finish;
output 	 	[7:0] 	char_nxt;
reg [7:0] char_nxt;
reg [7:0] s_buf [8:0];
reg [2:0] stall;
wire encode, finish;
always@(*) begin
	char_nxt = s_buf[0];
end
always@(posedge clk or posedge reset) begin
    if(reset) stall <= 3'b0; 
	else stall <= (stall)? (stall - 1) : code_len;
end
integer i;
always@(posedge clk or posedge reset) begin
	if(reset) s_buf[0] <= 8'b0; 
	else begin
		for(i=0; i<8; i=i+1) begin
			s_buf[i + 1] <= s_buf[i];
		end
	s_buf[0] <= ((stall == 3'b001 && code_len) || !code_len)? chardata : s_buf[code_pos];
	end
end
assign finish = (char_nxt == 8'h24)? 1 : 0;
assign encode = 0;
endmodule
</file>
<file path="flow/run.sh">
#!/bin/bash
# OpenROAD 26Q1-2900-gdf79404cd8, Yosys 0.63+post, stock flow scripts
make -C /OpenROAD-flow-scripts/flow DESIGN_CONFIG=/design/flow/config.mk WORK_HOME=/design/flow/orfs finish
</file>
==> out/qor.txt <==
Sw Pwr = 700 uW
GRT Resource Usage Total = 22.4%
Post-synth EDFFs = 64
Share of cells above drive strength 1 = 12.6%
Critical Path RT = 2.95 ns
FF-to-FF path depth = 5
Period utilization = 86.7%
Clock skew = 0.00429 ns
Period minus WS final = 2.34 ns
Initial DRC Count = 153
YS chip area = 3190 um2
XOR/XNOR Fraction of Synth Area = 0%
Die Span Y = 81.8 um
Setup tns final = 0 ns
Number of setup buffers added after CTS = 0
Util after Layout = 61.9%
Cts hold-fix bufs = 0
AO/OA Area Share = 12.1%
Design Power = 2.81 mW
Synthesized area per cell = 14.8 um2
Top Ports = 27
H-tree depth = 3
Syn-to-layout area delta = 17.2%
Worst slew pin tran = 0.899 ns
Dpl cells = 312
Async set-or-reset flop fraction in the synthesized netlist = 14.7%
Detailed Routing Iterations Pass 1 = 4
Dominant comb cell = AND-OR/OR-AND gates
Relative slew slack = 39.6%
Status = completed
Clk latency late pin = 0.34 ns
Final Wtd Congestion = 0.878
Antenna cells = 0
CTS root buf = clkbuf_8
Synth cell types = 41
Slowest library cell on the worst path = nor3_1
WL met2 = 2.81 mm
Min-delay worst type = reg -> reg
Post-route ant nets = 0
Via-to-Cell Ratio = 5.96
Cts repair resizes = 0
Unrepaired setup endpoints after global routing = no
Met1 wire length = 2.70 mm
Die area = 6690 um2
Ys flop type = edfxtp_1
CTS buffer count = 9
TritonCTS Sinks = 75
Hold Path End = s_buf[2][3]
Reg power frac = 56.3%
Mux area share = 3.53%
FP Core Util = 52.9%
Crit path kind = in -> reg
Row Count = 28
WP data arrival = 2.60 ns
Worst Path Buf+Inv = 1
Vias in the first global route = 2027
CTS tree = done
Post-synth seq share = 69.0%
DR vias = 1954
Yosys cell count = 215
Gr ovfl total = 0
Routed len/inst = 18.8 um
CP Cell Sequence = clkdlybuf4s50_1 > nor4_1 > nor3_1 > o221ai_1 > o21ai_0
R2R Path End = s_buf[0][3]
First-pass GRT wire length = 10.0 mm
Tool warning count = 27
Largest net degree at the start of global routing = 76
Switching portion of total power = 24.9%
Post-Synthesis Cell Area = 3190 um2
Top sig layer = met4
Critical Path Sink Type = register
Detailed placement HPWL = 4.05 mm
Simple share = 11.2%
Hold_sp = s_buf[1][3]
Pint = 2.11 mW
Met3 WL = 595 um
Worst vdd ir = 425 uV
R2R Setup Slk = 0.64 ns
Detailed Route WL = 6.18 mm
Synthesized registers = 75
Clock power frac = 28.4%
Initial antenna violation count = 0
Placement Cell Area = 3550 um2
Reg clk slew, reported paths = 0.07 ns
Slowest stage delay, CP = 0.76 ns
Peak fanout along the critical path = 10
CP Launch Type = input pin
CP delay by family, top = simple AND/OR/NAND/NOR gates
Leak pwr = 1.29 nW
Core area = 6030 um2
Post-route insts no fill = 328
Drc violations = 0
Synth warnings = 2
Die Width = 81.8 um
Fmax = 427 MHz
PortBufs = 25
Setup-failing EPs final = 0
Final Instance Area = 3730 um2
Syn Inst Count = 215
Hold Crit Depth = 0
Adder share = 1.18%
Clock buffer depth = 2
Total of max-cap violations = 0
Reg2Reg Launch Point = stall[0]
Combinational Power Share = 15.3%
Final Hold Viols = 0
Pwr Density = 752 nW/um2
Slew Limit Fails = 0
[cell type report]
type	instances	area, um2
fill	452	2290
sequential	75	2200
multi-input combinational	122	895
tap	75	93.8
inverter	3	11.3
clock buffer	9	124
clock inverter	7	58.8
timing repair buffer	37	353
[power groups by stage]
| stage | Clock (mW) | Sequential, mW | Combinational (mW) |
|---|---|---|---|
| finish | 0.797 | 1.58 | 0.430 |
| global route | 0.864 | 1.61 | 0.483 |
| CTS | 0.822 | 1.58 | 0.433 |
[how the worst max path moves through the flow]
stage | start | endpoint | slack [ns] | cells past startpoint
global route | s_buf[0][4] | finish | 0.22 | 3
CTS | s_buf[0][4] | finish | 0.31 | 3
finish | code_pos[0] | s_buf[0][3] | 0.36 | 5
[synthesized netlist by cell type, types with 2 or more instances]
master | instances | area share (%)
buf_6 | 2 | 0.71
nor4_2 | 2 | 0.79
o221ai_1 | 5 | 1.4
a211oi_1 | 5 | 1.2
inv_1 | 3 | 0.35
nor3b_1 | 2 | 0.47
nand3_1 | 5 | 0.79
a22oi_1 | 7 | 1.6
a21oi_1 | 10 | 1.6
nand2_1 | 3 | 0.35
mux2i_1 | 9 | 2.8
nand3b_1 | 9 | 2.1
edfxtp_1 | 64 | 60
o21ai_0 | 6 | 0.94
o2bb2ai_1 | 5 | 1.4
a21boi_0 | 5 | 1.2
dfrtp_1 | 11 | 8.6
clkbuf_1 | 5 | 0.59
nor3_1 | 2 | 0.31
buf_2 | 6 | 0.94
ha_1 | 3 | 1.2
a2111oi_0 | 5 | 1.4
o21ai_1 | 3 | 0.47
o31a_1 | 2 | 0.55
nor2b_1 | 3 | 0.59
nor2_1 | 6 | 0.71
nand2b_1 | 13 | 2.6
[cells in the final DEF (no fill, tap or decap), types with 2 or more instances in the layout]
cell type         n
a21boi_0          5
a211oi_1          5
o221ai_1          5
nand3b_1          9
a2111oi_0         5
buf_4            11
nand2_1           3
o21ai_0           6
dfrtp_1          11
a22oi_1           7
o31a_1            2
edfxtp_1         64
nor3b_1           2
clkbuf_8          9
nand2b_1         13
inv_1             2
nand3_1           5
nor4_2            2
clkdlybuf4s50_1  25
o21ai_1           3
mux2i_1           9
clkinv_1          3
o2bb2ai_1         5
ha_1              3
nor2_1            6
clkinv_2          2
nor2b_1           3
nor3_1            2
a21oi_1          10
[registers in the layout (all words and copies together), names as in the netlist]
register	count
s_buf	72
stall	3
[stage by stage]
step / hold WS (ns) / setup WS, ns
2_1_floorplan: 0.418 / 0.263
3_3_place_gp: 0.430 / 0.166
3_5_place_dp: 0.432 / 0.0665
4_1_cts: 0.450 / 0.314
5_1_grt: 0.457 / 0.216
6_report: 0.450 / 0.358
[worst reg2reg max path: stages (launching register included)]
cell	delay (ns)
dfrtp_1	0.40
ha_1	0.19
nor2b_1	0.17
nor3_1	0.74
o221ai_1	0.26
o21ai_0	0.22
[routing by layer]
metal	GRT usage (%)	vias up
met5	0	-
met4	2.11	0
met3	11.3	7
met2	30.6	75
met1	37.4	963
li1	-	909
[kinds of logic (layout without fill, tap and decap cells)]
family	Yosys count	in the layout
flip-flops	75	75
AND-OR/OR-AND	55	55
AND/OR/NAND/NOR	53	53
buffers and inverters	18	56
multiplexers	10	10
adder cells (fa/ha/maj)	3	3
other	1	1
Power is estimated from default activity; no workload was simulated.
