--- design.v ---
module TLS(clk, reset, Set, Stop, Jump, Gin, Yin, Rin, Gout, Yout, Rout);
input           clk;
input           reset;
input           Set;
input           Stop;
input           Jump;
input     [3:0] Gin;
input     [3:0] Yin;
input     [3:0] Rin;
output          Gout;
output          Yout;
output          Rout;
reg Gout, Yout, Rout;
reg [3:0] G_sec, Y_sec, R_sec;
reg [3:0] G_count, Y_count, R_count;
reg [2:0] state_ns, state_cs;
parameter G = 3'b001;
parameter Y = 3'b010;
parameter R = 3'b100;
always@(posedge clk or posedge reset) begin
	if(reset) state_cs <= G;
	else state_cs <= state_ns;
end
always@(posedge clk or posedge reset) begin
	if(reset) begin
		G_sec <= 0;
		Y_sec <= 0;
		R_sec <= 0;
	end
	else if(Set) begin
		G_sec <= Gin - 1;
		Y_sec <= Yin - 1;
		R_sec <= Rin - 1;
		G_count <= Gin - 1;
		Y_count <= Yin - 1;
		R_count <= Rin - 1;
	end
	else begin
		case (state_cs)
			G: G_count <= (Stop)? G_count : (Jump || !G_count)? G_sec : G_count - 1;
			Y: Y_count <= (Stop)? Y_count : (Jump || !Y_count)? Y_sec : Y_count - 1;
			R: R_count <= (Stop)? R_count : (!R_count)? R_sec : R_count - 1;
		endcase
	end
end    
always@(*) begin
	case(state_cs)
		G: state_ns = (Set)? G : (Jump)? R : (!G_count && !Stop)? Y : G;
		Y: state_ns = (Set)? G : (Jump)? R : (!Y_count && !Stop)? R : Y;
		R: state_ns = (Set)? G : (!R_count && !Stop)? G : R;
	endcase
end
always@(*) begin
	case(state_cs)
		G: begin
			Gout = 1'b1;
			Yout = 1'b0;
			Rout = 1'b0;
		end
		Y: begin
			Gout = 1'b0;
			Yout = 1'b1;
			Rout = 1'b0;
		end
		R: begin
			Gout = 1'b0;
			Yout = 1'b0;
			Rout = 1'b1;
		end
		default: begin
			Gout = 1'b0;
			Yout = 1'b0;
			Rout = 1'b0;
		end
	endcase
end
endmodule
--- run.sh ---
#!/bin/bash
# OpenROAD 26Q1-2900-gdf79404cd8, Yosys 0.63+post, stock flow scripts
make -C /OpenROAD-flow-scripts/flow DESIGN_CONFIG=/design/flow/config.mk WORK_HOME=/design/flow/orfs finish
--- config.mk ---
export PLATFORM = sky130hd
export DESIGN_NAME = TLS
export DESIGN_NICKNAME = TLS
export VERILOG_FILES = /design/flow/design.v
export SDC_FILE = /design/flow/constraint.sdc
export NUM_CORES = 4
export LEC_CHECK = 1
export CORE_AREA = 10 10 107 107
export DIE_AREA = 0 0 117 117
--- constraint.sdc ---
current_design TLS

set clk_period 2.5
set clk_io_pct 0.2

create_clock -name clk0 -period $clk_period [get_ports {clk}]

set non_clock_inputs [all_inputs -no_clocks]
set_input_delay [expr $clk_period * $clk_io_pct] -clock clk0 $non_clock_inputs
set_output_delay [expr $clk_period * $clk_io_pct] -clock clk0 [all_outputs]
==> results.txt <==
yosys + openroad results -> status=complete, no violations, Hold Crit Class=flop to flop, ANT nets after route=0, Top-area cell share=0.220, DRT Pass-1 Iters=4, met3 WL=approximately 330 um, Detailed Route WL=3180 um, worst endpoint required time=~2.0 ns, crit start category=flop, FP Util=0.178, Power Dens Cells=between 400 and 500 nW/um^2, Hold WS=0.490 ns, DR WL met2=1120 um, # diodes=0, Worst-path clk slew=0.09 ns, first-pass GRT wire length=5550 um, Die Span Y=117 um, post-synth top area cell=edfxtp_1, count of library flops with an enable pin=12, post-layout min period=between 2 and 2.5 ns, Die Wd=117 um, antenna violations before repair=0, Peak VDD IR=207 uV, Post-CTS Resized=0, GRT Total Usage=0.0503, Avg Vias per Cell=3.85, Cell Area, Synth=1640 um^2, Worst-Margin Slew=about 0.63 ns, Num CTS Buffers=3, hpwl dp=2570 um, critical path class=flop to primary output, ys cells=168, CP max-delay cell=dfstp_2, Longest Clk Path Bufs=2, Overflow after GRT=0, crit share post-route=0.857, H-tree levels=1, top cells by area=edfxtp_1 (22%), dfrtp_1 (21%), inv_1 (5.3%), Registers, synthesis=30, final hold vios=0, DRC Markers=0, number of global-route vias before repair=1,206, count of unclocked register or latch pins=3, worst rel slew slack=0.578, Setup Viol. Count Final=0, worst setup margin=0.358 ns, count leader, synth=inv_1, port bufs=19, syn_area_per_cell=9.74 um^2, highest metal used=met4, Final Max Tran Viols=0, Fillers=1,001, Worst Setup End Kind=primary output, ys async rst share=0.500, Max FO, Critical Path=6, gp weighted congestion=a little under 0.8, commonest cells in the netlist=inv_1 (23), nor2_1 (15), a21oi_1 (14), dfrtp_1 (14), o21ai_0 (14), final setup TNS=0 ns, logic area=742 um^2, Pleak=0.822 nW, via count=1,152, critical path arrival=1.64 ns, Setup WS pre-CTS=about 0.47 ns, Netlist cell types=35, Top Ports=20, Post-CTS Hold Buffers=0, cell row count=35, Late-Pin Clk Latency=between 0.2 and 0.3 ns, crit-path cells=nor3b_2 > clkdlybuf4s50_1, RSZ-0062 raised after global routing=no, post-CTS setup buffers=0, fmax=0.467 GHz, DR WL/cell=10.6 um, Root Driver=clkbuf_8, CTS tree=done, largest net degree at the start of global routing=16, share of layout cells above drive strength 1=0.101, core area=9200 um^2, Crit path max-delay family=flip-flops, WP buf/inv=1, Worst path max stage delay=0.59 ns, gate count of the mapped netlist=between 150 and 200, main flop type=dfrtp_1, chip area=13,700 um^2, Starting DRT DRC Count=60, FF+latch area=between 700 and 800 um^2, WL met1=1710 um, Worst Skew=0.00264 ns, max_cap viols=0, Yosys warnings=1, P&R area growth vs syn=22.6%, Yosys Chip Area=1640 um^2, number of warnings in the stage logs=25, endpoints left unconstrained=6
[power breakdown]
part	switching, mW	total [mW]	internal [mW]
combinational	0.0867	0.177	0.0900
sequential	0.0213	0.530	0.509
clock	0.129	0.243	0.114
total	0.237	0.950	0.713
[cell usage in the layout (no fill, tap or decap), types with 6 or more instances in the layout]
cell type	n
a21oi_1	14
clkdlybuf4s50_1	19
dfrtp_1	14
edfxtp_1	12
ha_1	6
inv_1	23
nand2_1	8
nor2_1	15
nor3_1	9
o21ai_0	14
[logic make-up (layout without fill, tap and decap cells)]
group | count (synthesis) | in the layout | share of synthesized area
xor gates and xnor gates | 10 | 10 | 0.0535
latches | 3 | 3 | 0.0275
AOI/OAI and AO/OA | 40 | 40 | 0.143
buffers and inverters | 29 | 49 | 0.0688
and+or+nand+nor | 46 | 46 | 0.163
DFF | 27 | 27 | 0.450
muxes | 7 | 7 | 0.0482
adders and majority gates | 6 | 6 | 0.0459
[cell type report]
type	instances	share of cell area
Inverter	23	0.0430
Timing Repair Buffer	22	0.106
Clock buffer	4	0.0224
Sequential cell	30	0.390
Tap cell	111	0.0692
Multi-Input combinational cell	109	0.370
[through the flow]
step | instance area [um^2] | instances | utilization | power [mW]
2_1_floorplan | 1640 | 168 | - | 0.655
3_3_place_gp | 1960 | 295 | 0.213 | 0.715
3_5_place_dp | 1960 | 295 | 0.213 | 0.718
4_1_cts | 2010 | 299 | 0.218 | 0.958
5_1_grt | 2010 | 299 | 0.218 | 1.01
6_report | 2010 | 299 | 0.218 | 0.950
[routing by layer]
layer | GRT usage | vias up
li1 | - | 613
met2 | 0.0652 | 34
met5 | 0 | -
met1 | 0.0756 | 503
met3 | 0.0253 | 2
met4 | 0.00412 | 0
[registers in the layout (all words and copies together), names as in the netlist]
register / cells
state_ns: 3
Y_count: 4
R_sec: 4
G_sec: 4
Y_sec: 4
G_count: 4
state_cs: 3
R_count: 4
[path summary, 6_finish.rpt]
kind | start | to | slack [ns] | cells past startpoint
setup / recovery | state_cs[0] | Gout | 0.36 | 2
hold / removal | Y_sec[2] | Y_sec[2] | 0.49 | 1
setup reg to reg | R_count[0] | R_count[0] | 0.88 | 6
hold reg to reg | Y_sec[2] | Y_sec[2] | 0.49 | 1
max in group asynchronous | reset | state_cs[2] | 1.34 | 2
min in group asynchronous | reset | Y_sec[0] | 0.75 | 2
Power figures rest on the tool's default switching activity, not on a simulated workload.
