[./design.v]
module ALU_1bit(result, c_out, set, overflow, a, b, less, Ainvert, Binvert, c_in, op);
input        a;
input        b;
input        less;
input        Ainvert;
input        Binvert;
input        c_in;
input  [1:0] op;
output       result;
output       c_out;
output       set;                 
output       overflow; 
reg result, overflow;
wire a_i, b_i;
assign a_i = Ainvert ? ~a : a;
assign b_i = Binvert ? ~b : b;
always@(*) overflow = c_in ^ c_out;
always@(*) begin
  case(op)
    default: result = a_i & b_i;
    2'b01:   result = a_i | b_i;
    2'b10:   result = set;
    2'b11:   result = less;
  endcase
end
FA FA_1(.s(set), .carry_out(c_out), .x(a_i), .y(b_i), .carry_in(c_in));
endmodule
module ALU_8bit(result, zero, overflow, ALU_src1, ALU_src2, Ainvert, Binvert, op);
input  [7:0] ALU_src1;
input  [7:0] ALU_src2;
input        Ainvert;
input        Binvert;
input  [1:0] op;
output [7:0] result;
output       zero;
output       overflow;
wire [6:0] c_out;
wire set, less;
assign less = set ^ overflow;
assign zero = ~|result[7:0];
ALU_1bit ALU0(.result(result[0]), .c_out(c_out[0]), .set(), .overflow(), .a(ALU_src1[0]), .b(ALU_src2[0]), .less(less), .Ainvert(Ainvert), .Binvert(Binvert), .c_in(Binvert), .op(op));
ALU_1bit ALU1(.result(result[1]), .c_out(c_out[1]), .set(), .overflow(), .a(ALU_src1[1]), .b(ALU_src2[1]), .less(1'b0), .Ainvert(Ainvert), .Binvert(Binvert), .c_in(c_out[0]), .op(op));
ALU_1bit ALU2(.result(result[2]), .c_out(c_out[2]), .set(), .overflow(), .a(ALU_src1[2]), .b(ALU_src2[2]), .less(1'b0), .Ainvert(Ainvert), .Binvert(Binvert), .c_in(c_out[1]), .op(op));
ALU_1bit ALU3(.result(result[3]), .c_out(c_out[3]), .set(), .overflow(), .a(ALU_src1[3]), .b(ALU_src2[3]), .less(1'b0), .Ainvert(Ainvert), .Binvert(Binvert), .c_in(c_out[2]), .op(op));
ALU_1bit ALU4(.result(result[4]), .c_out(c_out[4]), .set(), .overflow(), .a(ALU_src1[4]), .b(ALU_src2[4]), .less(1'b0), .Ainvert(Ainvert), .Binvert(Binvert), .c_in(c_out[3]), .op(op));
ALU_1bit ALU5(.result(result[5]), .c_out(c_out[5]), .set(), .overflow(), .a(ALU_src1[5]), .b(ALU_src2[5]), .less(1'b0), .Ainvert(Ainvert), .Binvert(Binvert), .c_in(c_out[4]), .op(op));
ALU_1bit ALU6(.result(result[6]), .c_out(c_out[6]), .set(), .overflow(), .a(ALU_src1[6]), .b(ALU_src2[6]), .less(1'b0), .Ainvert(Ainvert), .Binvert(Binvert), .c_in(c_out[5]), .op(op));
ALU_1bit ALU7(.result(result[7]), .c_out(), .set(set), .overflow(overflow), .a(ALU_src1[7]), .b(ALU_src2[7]), .less(1'b0), .Ainvert(Ainvert), .Binvert(Binvert), .c_in(c_out[6]), .op(op));
endmodule
module FA(s, carry_out, x, y, carry_in);
input        x;
input        y;
input        carry_in;
output       s;
output       carry_out;
wire         s1, c1, c2;
HA HA_1(.s(s1), .c(c1), .x(x), .y(y));
HA HA_2(.s(s), .c(c2), .x(carry_in), .y(s1));
or (carry_out, c1, c2);
endmodule
module HA(s, c, x, y);
input        x;
input        y;
output       s;
output       c;
xor (s, x, y);
and (c, x, y);
endmodule
[./run.sh]
#!/bin/bash
# OpenROAD 26Q1-2900-gdf79404cd8, Yosys 0.63+post, stock flow scripts
make -C /OpenROAD-flow-scripts/flow DESIGN_CONFIG=/design/flow/config.mk WORK_HOME=/design/flow/orfs finish
[./config.mk]
export PLATFORM = sky130hd
export DESIGN_NAME = ALU_8bit
export DESIGN_NICKNAME = ALU_8bit
export VERILOG_FILES = /design/flow/design.v
export SDC_FILE = /design/flow/constraint.sdc
export NUM_CORES = 4
export LEC_CHECK = 1
export CORE_AREA = 10 10 73 73
export DIE_AREA = 0 0 83 83
[./constraint.sdc]
current_design ALU_8bit

set clk_period 4.8
set clk_io_pct 0.2

create_clock -name clk0 -period $clk_period

set non_clock_inputs [all_inputs -no_clocks]
set_input_delay [expr $clk_period * $clk_io_pct] -clock clk0 $non_clock_inputs
set_output_delay [expr $clk_period * $clk_io_pct] -clock clk0 [all_outputs]
==> out/metrics.csv <==
metric,value,unit
die area,0.00689,sq mm
setup TNS,-1.78,ns
final WL,2230,microns
vias per inst,3.94,
Slew Limit Headroom,0.729,
DRT Pass-1 Iters,2,
Die H,83,microns
ys cells,99,
post-DR wirelength/cell,11.2,microns
Worst Setup Start Kind,input pin,
failing checks,negative setup slack,
final hold violations,0,
Post-Synthesis Cells,99,
most frequent cells in the layout,"buf_4, ha_1, clkdlybuf4s50_1, inv_1, xor2_1",
WL met1,1090,microns
max_cap viols,0,
syn avg cell area,9.19,sq um
Psw,89.0,uW
Top Metal Used,met3,
part of the power in the clock network,0,
Area Growth Syn to Fin,65.9,%
period utilisation layout,1.19,
Final WS setup,-0.896,ns
first-pass GRT wire length,3840,microns
FF+latch area,0,sq um
share of cells above drive strength 1,0.490,
status,finished with violations,
antenna-violating nets left,0,
Worst-Margin Slew,0.405,ns
# rows,22,
Max Fclk,0.176,GHz
Ports,30,
# clk buffers,0,
DRT iter0 DRCs,7,
Pins Over Slew Limit,0,
"Seq/Total Area, Yosys",0,
Flops,0,
Switching Fraction,0.397,
total congestion overflow,0,
vias in the first global route,848,
met3 WL,83,microns
Die W,83,microns
Yosys warning count,1,
critical path class,in -> out,
Vias,785,
post-place setup slack,-1.66,ns
sequential share of power,0,
Pwr per Cell Area,149,mW/mm^2
maximum VDD drop,0.0732,mV
Comb pwr share,1.000,
I/O Buffers,30,
chip area line of the yosys report,910,sq um
P_leak,0.767,nW
"non-filler cells, final",199,
Core Region,0.00374,sq mm
worst path arrival time,4.74,ns
GP Congestion,0.792,
# DRC,0,
Overall Global Routing Usage,0.0623,
RSZ-0062 raised after global routing,true,
Internal Power,135,uW
required time worst endpoint,3.84,ns
Final min period,5.70,ns
placed cell count,195,
largest net degree at the start of global routing,12,
most numerous logic cell after layout,buf_4,
CP Max Fanout,4,
Min-Delay Path Class,in -> out,
# diodes,0,
final setup vio count,4,
initial antenna violation count,0,
Post-Synthesis Cell Area,910,sq um
Netlist cell types,23,
# hold bufs at CTS,0,
DP Wirelength,1930,microns
Initial Utilization,0.243,
crit end category,primary output,
Log Warnings,51,
Met2 Wirelength,1050,microns
hold_ws,2.81,ns
synth_stat cells:
cell type / n / area share
a21oi_1: 1 / 0.0055
and2b_4: 2 / 0.022
buf_2: 2 / 0.011
buf_4: 8 / 0.066
buf_6: 1 / 0.012
clkbuf_1: 1 / 0.0041
fa_1: 8 / 0.18
ha_1: 16 / 0.22
inv_1: 18 / 0.074
inv_2: 2 / 0.0083
mux2i_1: 5 / 0.055
mux4_1: 1 / 0.029
nand2b_1: 1 / 0.0069
nor2_1: 2 / 0.0083
nor2b_2: 1 / 0.0096
nor2b_4: 1 / 0.015
nor4b_4: 1 / 0.026
o21ai_0: 2 / 0.011
o22ai_1: 5 / 0.034
o31a_1: 2 / 0.019
or4_4: 1 / 0.012
xnor2_1: 5 / 0.048
xor2_1: 13 / 0.13
power by group through the flow:
stage / Clock [mW] / Combinational [mW] / Sequential [mW]
CTS: 0 / 0.227 / 0
global route: 0 / 0.253 / 0
finish: 0 / 0.224 / 0
cell families after synthesis:
kind of cell | Yosys count | synth area share
AOI/OAI and AO/OA | 10 | 0.0701
xor gates and xnor gates | 18 | 0.173
adders and majority gates | 24 | 0.396
buffers and inverters | 32 | 0.176
muxes | 6 | 0.0839
and+or+nand+nor | 9 | 0.100
critical path, stage by stage:
cell	delay, ns
buf_12	0.12
xnor2_4	0.12
a21oi_2	0.16
fa_2	0.22
fa_2	0.20
fa_2	0.19
inv_2	0.04
fa_2	0.36
fa_2	0.37
fa_2	0.41
inv_2	0.08
fa_2	0.41
mux2i_1	0.15
o22ai_1	0.10
or4_4	0.45
nor4b_4	0.26
buf_2	0.13
final timing paths:
check,depth (start not counted),start,end,slack [ns]
hold / removal,6,Binvert,result[0],2.81
setup / recovery,17,Ainvert,zero,-0.90
per-layer routing:
layer | global-route usage | vias to the layer above
met3 | 0.00984 | 0
met2 | 0.102 | 18
met1 | 0.0889 | 366
met5 | 0 | -
met4 | 0 | 0
li1 | - | 401
metrics by stage:
stage	instance area, sq um	utilization	power (mW)
global placement	1470	0.393	0.214
floorplan	1000	-	0.129
detailed placement	1470	0.393	0.218
global route	1510	0.403	0.253
finish	1510	0.403	0.224
CTS	1510	0.404	0.227
repair_timing:
item | CTS | global route
endpoints found under the setup margin | 8 | 7
buffers inserted | 5 | 5
pin swaps | 16 | 17
resized | 38 | 21
layout make-up:
class | instances | area (sq um)
Fill cell | 385 | 2230
Inverter | 20 | 75.1
Multi-Input combinational cell | 67 | 830
Tap cell | 48 | 60.1
Timing Repair Buffer | 64 | 544
No activity file was given, so power comes from the tool's default toggle rates.
